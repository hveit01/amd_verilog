--- /design/flow/config.mk ---
export PLATFORM = sky130hd
export DESIGN_NAME = am2910
export DESIGN_NICKNAME = am2910
export VERILOG_FILES = /design/flow/design.v
export SDC_FILE = /design/flow/constraint.sdc
export NUM_CORES = 4
export LEC_CHECK = 1
export CORE_UTILIZATION = 50
--- /design/flow/constraint.sdc ---
current_design am2910

set clk_period 8.1
set clk_io_pct 0.2

create_clock -name clk0 -period $clk_period [get_ports {cp}]

set non_clock_inputs [all_inputs -no_clocks]
set_input_delay [expr $clk_period * $clk_io_pct] -clock clk0 $non_clock_inputs
set_output_delay [expr $clk_period * $clk_io_pct] -clock clk0 [all_outputs]
--- /design/flow/design.v ---
`timescale 1ns /100ps
module am2910(din,
	cp, rld_, cc_, ccen_, i, cin, oe_,
	full_, pl_, map_, vect_, y);
input [11:0] din;
input cp, rld_, cc_, ccen_;
input [3:0] i;
input cin, oe_;
output full_, pl_, map_, vect_;
output [11:0] y;
reg [11:0] ctreg;
reg [11:0] upc;
reg [11:0] stack[0:5];
reg [2:0] sp;
reg [11:0] incin;
reg [11:0] f;
reg [2:0] muxop;
reg [1:0] regop;
reg [1:0] stkop;
reg [2:0] enaop;
wire cc;
wire rzero;
initial begin
	sp <= 3'b010;
	enaop <= 3'b011;
end
assign cc = ccen_ | ~cc_;
assign rzero = |ctreg;   
always @(i or cc or rzero) begin
	muxop = 3'b001;
	stkop = 2'b01;
	regop = 2'b00;
	enaop = 3'b011;
	casex ( {rzero, cc, i} )
	6'bxx0000: 		begin
					muxop = 3'b100;
					stkop = 2'b00;
				end
	6'bxx0010:		begin
					muxop = 3'b000;
					enaop = 3'b101;
				end
	6'bx10011, 6'bx10111:
				begin
					muxop = 3'b000;
				end
	6'bx00100:	begin
					stkop = 2'b10;
				end
	6'bx10100:	begin
					stkop = 2'b10;
					regop = 2'b01; 
				end
	6'bx00101:	begin
					muxop = 3'b010;
					stkop = 2'b10;
				end
	6'bx10101, 6'bx10001:
				begin
					muxop = 3'b000;
					stkop = 2'b10;
				end
	6'bx10110:		begin
					muxop = 3'b000;
					enaop = 3'b110;
				end
	6'bx00111:		begin
					muxop = 3'b010;
				end
	6'b1x1000, 6'b101111:
				begin
					muxop = 3'b011;
					regop = 2'b10;					
				end
	6'b1x1001:		begin
					muxop = 3'b000;
					regop = 2'b10;
				end
	6'bx11010:	begin
					muxop = 3'b011;
					stkop = 2'b11;					
				end
	6'bx01101:	begin
					muxop = 3'b011;
				end
	6'b001111:
				begin
					muxop = 3'b000;
					stkop = 2'b11;
				end
	6'bx11011:
				begin
					muxop = 3'b000;
					stkop = 2'b11;
				end
	6'bxx1100:		begin
					regop = 2'b01;
				end
	6'bx11101, 6'b0x1000, 6'b011111:
				begin
					stkop = 2'b11;
				end
	6'b111111:
				begin
					stkop = 2'b11;
					regop = 2'b10;
				end
	default:	;
	endcase
end
assign pl_   = enaop[2];
assign map_  = enaop[1];
assign vect_ = enaop[0];
assign full_ = (sp==3'b101) ? 1'b0 : 1'b1;
always @(posedge cp) begin
	if (cp==1'b1) begin
		if (regop==2'b01 || rld_==1'b0) begin
			ctreg = din;
		end else if (regop==2'b10) begin
			ctreg = ctreg - 1;
		end;
		case (muxop)  
		3'b000:   incin = din;
		3'b001:  incin = upc;
		3'b010:   incin = ctreg;
		3'b011:   incin = stack[sp];
		default: incin = 12'b0000_0000_0000;
		endcase;
		case (stkop)
		2'b10: 	begin
						sp = (full_==1'b0) ? sp : (sp+3'b001);
						stack[sp] = upc;
					end
		2'b11:	begin
						f = stack[sp];
						sp = (sp==3'b000) ? sp : (sp-3'b001);
					end
		2'b00:	begin
						sp = 3'b000;
					end
		default		;			
		endcase;
		upc =  incin + { 11'b000_0000_0000, cin };
	end
end
assign y = (oe_==1'b0) ? incin : 12'bzzzz_zzzz_zzzz;					
endmodule
--- /design/flow/run.sh ---
#!/bin/bash
# OpenROAD 26Q1-2900-gdf79404cd8, Yosys 0.63+post, stock flow scripts
make -C /OpenROAD-flow-scripts/flow DESIGN_CONFIG=/design/flow/config.mk WORK_HOME=/design/flow/orfs finish
==> metrics.cfg <==
[synthesis]
flop_cell=edfxtp_1
ys.flops=111
async_flop_share_pct=0
postSynthSeqShare_pct=58.5
synth_cell_types=64
yosys_cells=411
ys_area_um2=5090
synth-edff-count=75
top_cells_by_count=edfxtp_1, nand2_1, dfxtp_1
synth_cells=411
area_leaders=edfxtp_1, dfxtp_1, ha_1
largest_area_cell=edfxtp_1
syn_avg_cell_area_um2=12.4
top_cell_area_share_pct=44.3
yosysWarnings=3
synth_dominant_cell_count=edfxtp_1
synth_area_um2=5090

[cts]
cts_tree=yes
cts_resized=0
clk_pin_slew_ns=0.11
cts_root_buf=clkbuf_8
postCtsHoldBufs=0
post_cts_buffers=0
numCtsBuffers=9
htreeDepth=3
cts_max_path_buffers=2
clk-insertion-delay-late_ns=0.37
cts_num_sinks=111

[route]
antenna_cells=0
drt-initial-drc-count=126
num_vias=3433
wl_met2_mm=5.51
m1WireLength_mm=5.00
wirelength_mm=11.5
route.met3.wl_um=894
drc=0
viasPerCell=5.82
top_layer=met4
wl_per_cell_um=19.5
drtAntennaViolNets=0
drt-pass1-iter-count=4

[floorplan]
fp-utilization_pct=51.8
io_pins=38
fp.dieH_um=103
core_um2=9820
die-area_um2=10600
die_w_um=103
row_count=36

[power_and_ir_drop]
total_power_mw=1.39
leakage_nw=2.02
p_per_area_nw_per_um2=240
irDropWorstVdd_mv=0.128

[final_timing]
drv_slew=0
fin_worst_skew_ns=0.0174
relSlewSlack_pct=46.4
period_needed_ns=5.33
setup_viol=0
hold_ws_ns=0.542
fin_setup_tns_ns=0
worstMarginPinSlew_ns=0.802
finalCritPeriodShare_pct=65.8
rsz0062_at_grt=no
hold_viol=0
clock.fmax_ghz=0.188

[grt]
grtUsageTotal_pct=24.6
grt_pass1_vias=3267
grt_overflow=0
grt_max_degree=23
antenna_found_initial=0
grt_pass1_wl_mm=17.9

[place]
port_buffers=36
place_congestion=0.925
dpl.hpwl_mm=8.03

[run_status]
outcome=finished clean

[worst_setup_path]
cp.arrival_ns=3.71
cp-startpoint=i[3]
r2r_start=sp[2]
worstReg2RegEnd=upc[10]
r2r_setup_slack_ns=4.02
crit_end=pl_
cp.required_ns=6.48
critPathLaunchType=input port
cp_max_fo=22
r2r_cells=14
path_class=in2out
critPathCaptureType=output port

[layout]
drive_gt1_share_pct=13.3
area_growth_syn_to_layout_pct=14.1

[job]
maxCapViolCount=0
warnings=35

[worst_hold_path]
worst_hold_path_type=reg2reg

[worst min path at each step]
stage          start          end  slack [ns]  cells past startpoint
global route  upc[3]  stack[1][3]        0.57                      0
finish        upc[7]  stack[0][7]        0.54                      0
CTS           upc[7]  stack[0][7]        0.55                      0
[logic make-up after synthesis]
family	count (synthesis)	share of synthesized area, %
xor gates and xnor gates	19	3.27
and+or+nand+nor	128	14.5
AOI/OAI and AO/OA	106	16.5
muxes	3	0.787
DFF	111	58.5
buffers and inverters	29	2.88
adders and majority gates	15	3.69
[where the power goes]
part / switching [mW] / total, mW / internal, mW / leakage, nW
registers: 0.0506 / 0.735 / 0.684 / 0.984
clock network: 0.200 / 0.322 / 0.122 / 0.0985
logic: 0.195 / 0.338 / 0.143 / 0.937
total: 0.446 / 1.39 / 0.949 / 2.02
[state kept, by name, indices dropped and copies added, names as in the netlist]
name,cells
ctreg,12
incin,12
sp,3
stack,72
upc,12
[cell usage in the layout (no fill, tap or decap), drive strengths merged, types with 3 or more instances in the layout]
cell,instances
buf,13
nor2b,5
nor3b,5
o211ai,14
a22o,6
nor4,3
nand3,16
o21ai,24
nand2b,7
ha,15
a221o,4
edfxtp,75
nor3,9
nor2,21
or3,6
inv,13
dfxtp,36
a22oi,6
xor2,9
a221oi,3
nand4,4
a32oi,8
xnor2,10
a31oi,6
nand3b,3
clkinv,3
clkdlybuf4s50,36
a31o,3
a21oi,7
clkbuf,9
a222oi,11
nand2,41
[critical path, cell delays in order]
cell             delay [ns]
clkdlybuf4s50_1        0.81
nand2b_1               0.38
or3_1                  0.36
nand2_1                0.08
clkdlybuf4s50_1        0.45
[layer usage]
layer | vias up | track usage, %
met5 | - | 0
met4 | 0 | 1.73
met3 | 9 | 7.10
met2 | 116 | 39.3
met1 | 1638 | 37.4
li1 | 1670 | -
[stage by stage]
step | area (um^2) | setup WS, ns | utilization, % | instances
global placement | 5610 | 2.81 | 57.1 | 574
CTS | 5800 | 2.81 | 59.1 | 590
floorplan | 5090 | 4.11 | - | 411
finish | 5800 | 2.77 | 59.1 | 590
detailed placement | 5610 | 2.81 | 57.1 | 574
global route | 5800 | 2.72 | 59.1 | 590
[cell type report]
type                       instances  area [um^2]
fill                             837         4020
sequential                       111         2970
multi-input combinational        271         1970
timing repair buffer              49          458
tap                              133          166
clock buffer                       9          124
clock inverter                     7         72.6
inverter                          10         37.5
Power figures rest on the tool's default switching activity, not on a simulated workload.
