==> design/flow/design.v <==
module am2932(i, d, cn, ci, oe_, cp, cn4, ci4, full_, y);
input [3:0] i;
input [3:0] d;
input cn, ci, oe_;
input cp;
output cn4, ci4;
output full_;
output [3:0] y;
reg [3:0] r;
reg [4:0] sp;
reg [3:0] stack[0:16];
reg [3:0] pc;
wire rce, oen;
wire push, pop;
wire [4:0] addout, incrout;
wire [3:0] rmux, amux, bmux, pcmux, stackmux;
wire empty_;  
genvar n;
function frsel(input [3:0] i);
begin
  case (i)
  'b1010:   frsel = 'b0;  
  default: frsel = 'b1;  
  endcase
end
endfunction
function frce(input [3:0] i);
begin
  case (i)
  'b1010:   frce = 'b1;  
  'b1111:   frce = 'b1;  
  default: frce = 'b0;  
  endcase
end
endfunction
function [3:0] famux(input [3:0] i, input [3:0] di, ri);
begin
    case (i)
    'b1000,   'b1001,  'b1011, 
    'b1100, 'b1101, 'b1110:  famux = ri;
    'b0101:                famux = di;
    default:              famux = 'b0000;
    endcase
end
endfunction
function [3:0] fbmux(input [3:0] i, input [3:0] ri, stki, pci);
begin
    case (i)
    'b0000, 'b1000,  'b1011, 
    'b0101, 'b1101:         fbmux = 'b0000;
    'b0011, 'b0111:          fbmux = stki;
    default:              fbmux = pci;
    endcase
end
endfunction
function fcen(input [3:0] i, input cni);
begin
    case (i)
    'b1001, 'b1100,'b1110:    fcen = cni;
    default:              fcen = 'b0;
    endcase
end
endfunction
function foen(input [3:0] i, input oe);
begin
    if (i=='b0001 || oe=='b1)
        foen = 'b1;
    else
        foen = 'b0;
end
endfunction
function fpcmux(input [3:0] i);
begin
    case (i)
    'b0000, 'b0101, 'b0111,  'b1011,
    'b1100, 'b1101, 'b1110:        fpcmux = 'b1;
    default:                    fpcmux = 'b0;
    endcase
end
endfunction
function fpush(input [3:0] i);
begin
    case (i)
    'b0110, 'b0010, 'b1101, 
    'b1110:                fpush = 'b1;
    default:              fpush = 'b0;
    endcase
end
endfunction
function fpop(input [3:0] i);
begin
    fpop = ~i[3] & i[1] & i[0];  
end
endfunction
function fsmux(input [3:0] i);
begin
    fsmux = (i=='b0010) ? 'b1 : 'b0;
end
endfunction
function [4:0] finc(input [4:0] i, input cii);
begin
    finc = (i=='b0001) ? 5'b00000 : { 4'b0000, cii };
end
endfunction
assign rmux = (frsel(i)) ? d : addout[3:0];
assign rce = frce(i);
assign full_ = (sp != 'b10001) ? 'b1 : 'b0;
assign empty_= (sp != 'b00000) ? 'b1 : 'b0;
assign amux = { 1'b0, famux(i, d, r) };
assign bmux = { 1'b0, fbmux(i, r, stack[sp-1], pc) };
assign addout = amux + bmux + { 4'b0000, fcen(i, cn) };
assign cn4 = addout[4];
assign y = (foen(i, oe_)) ? 4'bZZZZ : addout[3:0];
assign push = fpush(i);
assign pop  = fpop(i);
assign stackmux = fsmux(i) ? d : pc;
assign pcmux = (fpcmux(i)) ? addout[3:0] : pc;
assign incrout = { 1'b0, pcmux } + finc(i, ci);
assign ci4 = incrout[4];
always @(posedge(cp)) begin
    if (cp == 'b1) begin
        if (rce)
            r <= rmux;
        if (i=='b0000) begin 
            sp <= 'b00000;
        end
        if (push)
            stack[sp] <= stackmux;
        pc <= incrout[3:0];
    end
end
always @(negedge(cp)) begin
    if (cp == 'b0) begin
        if (push && full_)       
            sp <= sp + 1;
        else if (pop && empty_)  
            sp <= sp - 1;
    end
end
endmodule
==> design/flow/run.sh <==
#!/bin/bash
# OpenROAD 26Q1-2900-gdf79404cd8, Yosys 0.63+post, stock flow scripts
make -C /OpenROAD-flow-scripts/flow DESIGN_CONFIG=/design/flow/config.mk WORK_HOME=/design/flow/orfs finish
==> design/flow/config.mk <==
export PLATFORM = sky130hd
export DESIGN_NAME = am2932
export DESIGN_NICKNAME = am2932
export VERILOG_FILES = /design/flow/design.v
export SDC_FILE = /design/flow/constraint.sdc
export NUM_CORES = 4
export LEC_CHECK = 1
export CORE_AREA = 10 10 90 90
export DIE_AREA = 0 0 100 100
==> design/flow/constraint.sdc <==
current_design am2932

set clk_period 5.8
set clk_io_pct 0.2

create_clock -name clk0 -period $clk_period [get_ports {cp}]

set non_clock_inputs [all_inputs -no_clocks]
set_input_delay [expr $clk_period * $clk_io_pct] -clock clk0 $non_clock_inputs
set_output_delay [expr $clk_period * $clk_io_pct] -clock clk0 [all_outputs]
==> results_dict.tcl <==
# implementation run metrics
set metrics [dict create \
    synth_seq_share 0.253 \
    maxCapViolations 0 \
    port-buffer-count 16 \
    finalSetupViolCount 0 \
    clk_pin_slew_worst_paths_ns 0.04 \
    final_layout_top_logic_cell "clkdlybuf4s50_1" \
    warnings 26 \
    yosysChipArea_sq_um 792 \
    fin_setup_tns_ns 0 \
    period_used_share 0.936 \
    finalMaxSlewViolations 0 \
    status "finished clean" \
    synth_xor_xnor_area_share 0.0616 \
    ys.flop_type "edfxtp_1" \
    synth_cell_types 34 \
    synth_warnings 12 \
    cpPeakStageDelay_ns 0.54 \
    dieWidth_um 100 \
    worst-setup-path-type "in2out" \
    synth-seq-cells 8 \
    critPathLaunchType "input pin" \
    clock.fmax_mhz 184 \
    ys_sh_mux 0.0979 \
    io_pins 19 \
    die_h_um 100 \
    antenna_left 0 \
    grt-ovfl-total 0 \
    vias 672 \
    syn_avg_cell_area_sq_um 10.0 \
    clk_latency_ns 0.23 \
    drc 0 \
    crit_fanout 6 \
    diodes 0 \
    grt_setup_unrepaired "no" \
    antenna_found_initial 0 \
    synthArstFlopShare 0 \
    period_needed_ns 5.43 \
    path_cells "clkdlybuf4s50_1, buf_4, a21boi_0, a22o_1, fa_1, fa_1, mux2_2, ha_1, a21boi_1, clkdlybuf4s50_1" \
    synth_cells 79 \
    p_leak_uw 0.000468 \
    drive_above_1_share 0.226 \
    dieArea_sq_mm 0.0100 \
    vias_per_cell 3.67 \
    post_drt_wl_per_cell_um 10.6 \
    crit_required_ns 4.64 \
    crit_path_end_kind "output pin" \
    max-vdd-ir-drop_uv 89.3 \
    grt_max_degree 12 \
    edf_count 4 \
    hold_class "reg2reg" \
    ctsHoldBuffers 0 \
    final_cell_mix "14 x clkdlybuf4s50_1, 10 x buf_4, 8 x a22o_1, 6 x mux2_2" \
    cp.arrival_ns 4.27 \
    first_iter_violations 12 \
    cts_root_buf "clkbuf_8" \
    aoi_share 0.254 \
    hold_violations 0 \
    clkSinkCount 8 \
    synth_area_sq_um 792 \
    area_growth_pct 45.3 \
    cts_tree "done" \
    power_density_mw_per_mm2 292 \
    drtPass1Iterations 4 \
    logic_family "AND-OR/OR-AND gates" \
    core_area_sq_mm 0.00628 \
    htree_num_levels 1 \
    fp-row-count 29 \
    ys_sh_simple 0.161 \
    yosys_cells 79 \
    cts_buffers 3 \
    slowest_stage "fa_1" \
    fa_ha_area_frac 0.130 \
    grt_pass1_wl_um 3190 \
    dpl.hpwl_um 1640 \
    wirelength_um 1930 \
    routabilityCongestion 0.787 \
    track_usage 0.0393 \
    initCoreUtil 0.126 \
    grt_pass1_vias 685 \
    hold_slack_ns 0.595 \
    ctsLongestPathBuffers 2 \
    skew_ns 0.00292 \
]
-- report_power, final --
| part | internal (uW) | switching (uW) |
|---|---|---|
| Combinational | 108 | 71.0 |
| Clock | 47.6 | 21.5 |
| Sequential | 77.0 | 10.7 |
| Total | 233 | 103 |
-- timing repair --
item,4_1_cts,5_1_grt
gates resized,1,2
setup buffers,0,0
setup endpoints to repair,1,1
-- per-stage QoR --
step | util | cell area [sq um] | std cells | setup WS, ns | total power (uW)
after floorplan | - | 792 | 79 | 1.34 | 187
after global placement | 0.175 | 1100 | 179 | 0.0251 | 268
after detailed placement | 0.175 | 1100 | 179 | 0.0354 | 271
after CTS | 0.183 | 1150 | 183 | 0.0763 | 343
after global routing | 0.183 | 1150 | 183 | 0.150 | 367
final | 0.183 | 1150 | 183 | 0.369 | 336
-- sequential cells by signal, summed over array words and instances (netlist names) --
name  count
pc        4
r         4
-- final timing paths --
| kind | start | to | slack [ns] | cells past startpoint |
|---|---|---|---|---|
| max | i[3] | ci4 | 0.37 | 10 |
| min | pc[0] | pc[0] | 0.59 | 2 |
| max reg2reg | r[0] | pc[2] | 3.20 | 8 |
| min reg2reg | pc[0] | pc[0] | 0.59 | 2 |
-- per-layer routing --
layer	GRT usage	wire length, um	vias up
met1	0.0437	824	305
met3	0.0173	129	4
met2	0.0687	952	12
li1	-	-	351
met4	0.00652	26	0
met5	0	0	-
-- synthesized netlist by cell type (all sizes together) (3+ instances only) --
master	number	area share
a21oi	5	0.032
a22o	8	0.088
and2	4	0.032
dfxtp	4	0.10
edfxtp	4	0.15
ha	5	0.079
mux2	6	0.085
nand3	4	0.025
nor2	5	0.024
o21ai	3	0.019
-- final cells by class --
type                    instances  area [sq um]
inverters                       2          7.51
flip-flops and latches          8           200
fillers                       675          5130
clock buffers                   4          45.0
repair buffers                 26           240
well taps                      77          96.3
multi-input cells              66           562
-- worst max-delay path, delay by kind of cell --
family / cells / cell delay, ns
buffers and inverters: 3 / 1.16
multiplexers: 1 / 0.15
AND-OR/OR-AND: 3 / 0.61
adder cells (fa/ha/maj): 3 / 1.19
-- cell families after synthesis --
| kind of cell | after synthesis |
|---|---|
| flops | 8 |
| buf+inv | 5 |
| simple gates | 22 |
| fa+ha+maj | 7 |
| xor+xnor | 4 |
| mux | 7 |
| other cells | 1 |
| compound gates | 25 |
No activity file was given, so power comes from the tool's default toggle rates.
