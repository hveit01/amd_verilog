===== design.v =====
module am2930(i, ien_, cc_, d, re_, cn, ci, oe_, cp, p_, g_, cn4, ci4, full_, empty_, y);
input [4:0] i;
input ien_, cc_;
input [3:0] d;
input re_, cn, ci, oe_;
input cp;
output p_, g_, cn4, ci4;
output full_, empty_;
output [3:0] y;
reg [3:0] r;
reg [4:0] sp;
reg [3:0] stack[0:16];
reg [3:0] pc;
wire rce, oen;
wire push, pop;
wire [4:0] addout, incrout;
wire [3:0] rmux, amux, bmux, pcmux, stackmux;
wire [3:0] g, p;
genvar n;
function frsel(input [4:0] i, input rei);
begin
  if (rei=='b0)
    frsel = 'b1;  
  else 
    case (i)
    'b01000:   frsel = 'b0;  
    'b01001:   frsel = 'b0;  
    default: frsel = 'b1;  
    endcase
end
endfunction
function frce(input [4:0] i);
begin
  case (i)
  'b01000:   frce = 'b1;  
  'b01001:   frce = 'b1;  
  'b01010:   frce = 'b1;  
  default: frce = 'b0;  
  endcase
end
endfunction
function [3:0] famux(input [4:0] i, input [3:0] di, ri);
begin
    case (i)
    'b00010,   'b00110,  'b10000, 'b10101, 
    'b10110, 'b11011:               famux = ri;
    'b00011,   'b00100,  'b00101,  'b00111,
    'b01001, 'b10001, 'b10011, 'b10100,
    'b10111, 'b11001, 'b11010, 'b11101: famux = di;
    default:                    famux = 'b0000;
    endcase
end
endfunction
function [3:0] fbmux(input [4:0] i, input [3:0] ri, stki, pci);
begin
    case (i)
    'b00000, 'b00010,   'b00011,   'b10000, 
    'b10001, 'b10010, 'b10110, 'b10111,
    'b11000:                      fbmux = 'b0000;
    'b00100,  'b01001, 'b10011, 'b11001: fbmux = ri;
    'b00111,  'b01101, 'b11100,  'b11101: fbmux = stki; 
    default:                    fbmux = pci;
    endcase
end
endfunction
function fcen(input [4:0] i, input cni);
begin
    case (i)
    'b00100,  'b00101,  'b00110,  'b00111,
    'b01001, 'b10011, 'b10100, 'b10101,
    'b11001, 'b11010, 'b11011, 'b11101: fcen = cni;
    default:                    fcen = 'b0;
    endcase
end
endfunction
function foen(input [4:0] i, input oe);
begin
    if (i=='b11111 || oe=='b1)
        foen = 'b1;
    else
        foen = 'b0;
end
endfunction
function fpcmux(input [4:0] i);
begin
    if (i=='b00000 || i[4] == 'b1)
        fpcmux = 'b1;
    else
        fpcmux = 'b0;
end
endfunction
function fpush(input [4:0] i);
begin
    case (i)
    'b01011, 'b01100, 'b10110, 'b10111, 
    'b11000, 'b11001, 'b11010, 'b11011: fpush = 'b1;
    default:                    fpush = 'b0;
    endcase
end
endfunction
function fpop(input [4:0] i);
begin
    case (i)
    'b01101, 'b01110, 'b11100,  'b11101: fpop = 'b1;
    default:                    fpop = 'b0;
    endcase
end
endfunction
function fsmux(input [4:0] i);
begin
    if (i=='b01100)
        fsmux = 'b1;
    else
        fsmux = 'b0;
end
endfunction
function [4:0] finc(input [4:0] i, input cii);
begin
    case (i)
    'b01111, 'b11110, 'b11111: finc = 5'b00000;
    default:             finc = { 4'b0000, cii };
    endcase
end
endfunction
assign rmux = (frsel(i, re_)) ? d : addout[3:0];
assign rce = frce(i) | ~re_;
assign full_ = (sp != 'b10001) ? 'b1 : 'b0;
assign empty_= (sp != 'b00000) ? 'b1 : 'b0;
assign amux = { 1'b0, (i[4]=='b0 || cc_=='b0) ? famux(i, d, r) : pc };
assign bmux = { 1'b0, (i[4]=='b0 || cc_=='b0) ? fbmux(i, r, stack[sp], pc) : 4'b0000 };
assign addout = amux + bmux + { 4'b0000, fcen(i, cn) };
for (n=0; n<4; n=n+1) begin:adder
   and gx(g[n], amux[n], bmux[n]);
   or  px(p[n], amux[n], bmux[n]);
end
assign g_ = ~(g[3] + (p[3]&g[2]) | (p[3]&p[2]&g[1]) | (p[3]&p[2]&p[1]&g[0]));
assign p_ = ~(& p);
assign cn4 = addout[4];
assign y = (foen(i, oe_)) ? 4'bZZZZ : addout[3:0];
assign push = fpush(i);
assign pop  = fpop(i);
assign stackmux = fsmux(i) ? d : pc;
assign pcmux = (fpcmux(i)) ? addout[3:0] : pc;
assign incrout = { 1'b0, pcmux } + finc(i, ci);
assign ci4 = incrout[4];
always @(posedge(cp)) begin
    if (cp == 'b1) begin
        if (rce)
            r <= rmux;
        if (ien_ == 'b0) begin
            if (i=='b00000) begin 
                sp <= 'b00000;
            end
            if (push)
                stack[sp+1] <= stackmux;
            pc <= incrout[3:0];
        end
    end
end
always @(negedge(cp)) begin
    if (cp == 'b0) begin
        if (push && full_)               
            sp <= sp + 1;
        else if (pop && empty_)  
            sp <= sp - 1;
    end
end
endmodule

===== config.mk =====
export PLATFORM = sky130hd
export DESIGN_NAME = am2930
export DESIGN_NICKNAME = am2930
export VERILOG_FILES = /design/flow/design.v
export SDC_FILE = /design/flow/constraint.sdc
export NUM_CORES = 4
export LEC_CHECK = 1
export CORE_AREA = 10 10 95 95
export DIE_AREA = 0 0 105 105

===== run.sh =====
#!/bin/bash
# OpenROAD 26Q1-2900-gdf79404cd8, Yosys 0.63+post, stock flow scripts
make -C /OpenROAD-flow-scripts/flow DESIGN_CONFIG=/design/flow/config.mk WORK_HOME=/design/flow/orfs finish

===== constraint.sdc =====
current_design am2930

set clk_period 5.3
set clk_io_pct 0.2

create_clock -name clk0 -period $clk_period [get_ports {cp}]

set non_clock_inputs [all_inputs -no_clocks]
set_input_delay [expr $clk_period * $clk_io_pct] -clock clk0 $non_clock_inputs
set_output_delay [expr $clk_period * $clk_io_pct] -clock clk0 [all_outputs]

==> summary.txt <==
impl run done, here's what came out: RSZ-0062 raised after global routing=no, Clk network pwr share=0.145, Crit Path Class=input pin to output port, average size of a mapped cell=8.69 sq um, number of enable flip-flop cells=8, Post-DP HPWL=3030 um, Top Ports=26, total internal power=325 uW, Clock Latency Late Sink=220 ps, CTS Buf Count=3, vias in the first global route=1362, Final Hold Fails=0, Syn. warnings=12, via count=1346, crit end category=output port, maximum root-to-sink buffer count=2, Setup-failing EPs final=0, Final Cycle Share=0.947, final worst setup slack=281 ps, Chip Area, Yosys=1320 sq um, # DRC=0, area share, top type=0.182, Synth cell types=48, relative slew slack=0.587, Die Wd=105 um, final wirelength=3720 um, non-filler cells, final=318, IR drop worst, VDD=0.178 mV, layout cells sized above 1=0.405, Post-Place Worst Slack=-452 ps, crit path time final=5020 ps, status=finished, final reports clean, OpenROAD warnings=31, die area=11000 sq um, I/O Buffers=22, Logic pwr share=0.644, ys flop type=edfxtp_1, core box area=6910 sq um, gr usage total=0.0684, CTS tree=built, Fillers=739, Layout area overhead=60.9%, NetSw=157 uW, ANT cells=0, CP max FO=5, Max Cap Viol=0, Routed wire per std cell=11.7 um, Leakage=0.970 nW, # clock sinks=8, first-pass GRT wire length=6420 um, drt pass-1 iters=4, Synth async-reset ratio=0, #FFs+latches synth=8, Net Sw Frac=0.325, Slew Limit Fails=0, sequential power share=0.211, post-synthesis instance total=152, RePlAce Congestion=0.803, placed cell count=309, delay-heaviest family, CP=buffers and inverters, synthesized area=1320 sq um, largest net degree at the start of global routing=15, post-synthesis cell count from yosys=152, most frequent cells in the layout=buf_4, clkdlybuf4s50_1, nand2_1, max incr delay on CP=490 ps, GRT overflow=0, root buffer cell=clkbuf_8, Routed Antenna Nets=0, Top cells by area=edfxtp_1, ha_1, a21oi_1, Critical Path Most Common Cell=buf_4, CP required=4240 ps, die height=105 um, hold buffers post-CTS=0, worst path arrival time=3960 ps, floorplan core density=0.191, initial antenna violation count=0, skew final=0.522 ps, Slowest-stage cell, CP=clkdlybuf4s50_1, clock transition at the registers of the reported paths=40 ps, # rows=30, Seq share, synth=0.182, Power Density=227 nW/um^2, Iter 0 DRT Violations=77, vias per cell=4.23, Top cell excl fill/tap=buf_4, Cell Chain, Critical Path=buf_2 -> buf_4 -> buf_4 -> nand2b_4 -> o311a_4 -> o32ai_4 -> a221o_1 -> fa_2 -> inv_2 -> fa_2 -> xor2_1 -> buf_4 -> inv_1 -> clkdlybuf4s50_1, Startpoint Class=input pin, Worst-Margin Slew=617 ps, Yosys top cell by area=edfxtp_1, CP Buf/Inv Count=7, FMAX=199 MHz, Min-Delay Path Class=flop to flop, Max H-tree Level=1
## per-stage QoR
step,total power [mW],hold slack [ps],cell area [sq um],utilization,TNS (ps)
4_1_cts,0.481,810,2090,0.302,0
6_report,0.482,800,2130,0.308,0
5_1_grt,0.527,883,2130,0.308,0
3_3_place_gp,0.392,776,1960,0.284,-892
2_1_floorplan,0.234,707,1320,-,0
3_5_place_dp,0.392,787,1960,0.284,-881
## synth_stat cells, drive strengths merged, types with 2 or more instances
cell	n
nand2	13
a21oi	11
buf	11
o21ai	11
ha	10
edfxtp	8
inv	8
nand2b	7
a21o	6
o311a	5
a221o	4
a221oi	4
and3	4
mux2	4
nor2	4
nor4	4
and2	3
nand3b	3
xor2	3
a211oi	2
conb	2
fa	2
nand3	2
nor3	2
o21bai	2
## layer usage
layer	GRT usage	vias to the layer above	share of wire
li1	-	712	-
met1	0.0975	616	0.51
met2	0.111	18	0.45
met3	0.0124	0	0.037
met4	0.00196	0	0
met5	0	-	0
## tightest hold or removal path, stage by stage, from the launching register on
cell and delay [ps]:
edfxtp_1 420, xnor2_1 140, nand2_1 50, o21ai_0 70
## power groups by stage
| stage | clock network (mW) | registers [mW] | logic, mW |
|---|---|---|---|
| after CTS | 0.0723 | 0.102 | 0.307 |
| after global routing | 0.0779 | 0.104 | 0.345 |
| final | 0.0698 | 0.102 | 0.310 |
## flip-flops by register name, indices dropped and copies added (netlist names)
name,count
pc,4
r,4
## kinds of logic after synthesis
group	after synthesis	share of synthesized area
other cells	2	0.00568
fa+ha+maj	12	0.125
compound gates	51	0.295
flops	8	0.182
xor+xnor	5	0.0436
mux	5	0.0473
simple gates	49	0.218
buf+inv	20	0.0843
## area by class of cell
| cell class | instances | area, sq um | area share |
|---|---|---|---|
| inverter | 8 | 30.0 | 0.0141 |
| tap | 96 | 120 | 0.0565 |
| clock buffer | 3 | 41.3 | 0.0194 |
| timing repair buffer | 79 | 658 | 0.310 |
| sequential | 8 | 240 | 0.113 |
| multi-input combinational | 124 | 1040 | 0.487 |
## timing repair
action | in CTS | in global routing
hold endpoints to repair | 0 | 0
cloned | 1 | 0
resized | 31 | 12
pin swaps | 13 | 10
buffers inserted | 2 | 3
setup endpoints to repair | 5 | 1
## final timing paths
path | slack, ps | depth (start not counted) | from | endpoint
hold / removal | 800 | 3 | pc[3] | pc[3]
setup / recovery | 280 | 14 | i[3] | y[2]
hold reg to reg | 800 | 3 | pc[3] | pc[3]
setup reg to reg | 2610 | 10 | r[0] | pc[3]
No activity file was given, so power comes from the tool's default toggle rates.
